[flow/run.sh]
#!/bin/bash
# OpenROAD 26Q1-2900-gdf79404cd8, Yosys 0.63+post, stock flow scripts
make -C /OpenROAD-flow-scripts/flow DESIGN_CONFIG=/design/flow/config.mk WORK_HOME=/design/flow/orfs finish
[flow/config.mk]
export PLATFORM = sky130hd
export DESIGN_NAME = FIFO
export DESIGN_NICKNAME = FIFO
export VERILOG_FILES = /design/flow/design.v
export SDC_FILE = /design/flow/constraint.sdc
export NUM_CORES = 4
export LEC_CHECK = 1
export CORE_AREA = 10 10 99 99
export DIE_AREA = 0 0 109 109
[flow/constraint.sdc]
current_design FIFO

set clk_period 3.2
set clk_io_pct 0.2

create_clock -name clk0 -period $clk_period [get_ports {clk}]

set non_clock_inputs [all_inputs -no_clocks]
set_input_delay [expr $clk_period * $clk_io_pct] -clock clk0 $non_clock_inputs
set_output_delay [expr $clk_period * $clk_io_pct] -clock clk0 [all_outputs]
[flow/design.v]
`timescale 1ns/1ps
module FIFO(
  input logic clk,
  input logic rstN,
  input logic write_en,
  input logic read_en,
  input logic [3:0] write_data,
  output logic [3:0] read_data,
  output logic full,
  output logic empty
);
parameter DEPTH = 4;
parameter ADDR_WIDTH = $clog2(DEPTH);
logic [3:0] mem [DEPTH-1:0];
logic [ADDR_WIDTH:0] write_ptr, read_ptr;
logic [ADDR_WIDTH-1:0] true_write_ptr, true_read_ptr;
logic msb_write_ptr, msb_read_ptr;
logic rd_wr_same_empty, rd_wr_same_full;
assign {msb_write_ptr, true_write_ptr} = write_ptr;
assign {msb_read_ptr, true_read_ptr} = read_ptr;
always_ff@(posedge clk or negedge rstN) begin
  if(!rstN) begin
    read_ptr <= '0;
  end else if(read_en && (!empty || write_en)) begin
    read_ptr <= read_ptr + 1;
  end
end
assign rd_wr_same_full = (read_en && write_en && full );  
assign rd_wr_same_empty = (read_en && write_en && empty);
assign read_data = (!rd_wr_same_empty)? mem[true_read_ptr] : write_data;
always_ff@(posedge clk or negedge rstN) begin
  if(!rstN) begin
    write_ptr <= 'd0;  
    for(int i = 0; i < DEPTH; i++) begin
      mem[i] <= 4'd0;
    end 
  end else if(write_en && (!full || read_en)) begin
    write_ptr <= write_ptr + 1;
    mem[true_write_ptr] <= write_data;
  end
end
assign full = (msb_write_ptr != msb_read_ptr) && (true_write_ptr == true_read_ptr);
assign empty = (write_ptr == read_ptr);
endmodule
==> run summary <==
Status: finished clean
Clock-pin slew on the worst setup and hold paths: 80 ps
Dpl cell area: 1630 um2
# Cells Yosys: 102
Die width: 109 um
Max Used Layer: met4
Unrepaired setup endpoints after global routing: no
First-pass GRT wire length: 4.49 mm
CP delay by family, top: buffers and inverters
Layout Skew: 2.42 ps
DR vias: 833
Die ar.: 11900 um2
Area of the mapped netlist: 1350 um2
Synth Instances: 102
Grt total ovfl: 0
Log Warnings: 31
Yosys top cell by area: dfrtp_1
Yosys Warn Count: 2
Post-Layout Cell Count: 224
Clock latency (worst-skew pair): 260 ps
Slew Viols, Final: 0
Max cap viols: 0
Worst path bufs/invs: 3
Largest net degree at the start of global routing: 23
Initial DRT Pass Iterations: 4
Fmax: 0.339 GHz
Final Hold Viols: 0
Tmin final: 2950 ps
Fillers: 803
Biggest area cells: dfrtp_1 (41%), mux2_2 (18%), o41ai_4 (8.2%), ha_1 (7.4%), a21oi_1 (3.0%)
CP dominant cell by count: clkdlybuf4s50_1
Antenna violations before repair: 0
Drt drc: 0
Met3 WL: 177 um
GRT Total Usage: 4.74%
CP Class: input port to output pin
Iteration-0 DRC Markers: 14
Most frequent cells after synthesis: dfrtp_1 (22), mux2_2 (22), a21oi_1 (8), ha_1 (8), nor2b_1 (5)
Post-DP HPWL: 1.99 mm
Wire per inst: 11.8 um
Yosys cell types: 23
Area share, top type: 40.9%
Maximum VDD drop: 279 uV
Worst-Margin Slew: 653 ps
Clock Tree Root: clkbuf_8
Clock buffer depth: 2
Share of layout cells above drive strength 1: 32.8%
Synth Flop Type: dfrtp_1
Slowest stage delay, CP: 480 ps
Post-route clock period utilization: 92.1%
CTS tree: built
Final TNS setup: 0 ps
CP cell instances: clkdlybuf4s50_1 > nand2_1 > nor4_4 > buf_4 > mux2_2 > clkdlybuf4s50_1
H-tree depth: 1
Placed cell count: 220
Final ANT Viol Nets: 0
Total Wirelength: 2.63 mm
Row cnt: 32
FP Core Util: 17.4%
Fin util: 22.0%
Ys async rst share: 100%
Vias per cell: 3.72
Leakage: 0.660 nW
Synth flops: 22
Vias in the first global route: 831
CTS Sinks: 22
Met1 wire length: 1.36 mm
Crit path max-delay cell type: clkdlybuf4s50_1
Final Instance Area: 1700 um2
Arrival @ worst endpoint: 2310 ps
Met2 WL post-DR: 1.08 mm
Setup violations, final: 0
Worst hold path type: register to register
Required @ worst endpoint: 2560 ps
Pwr dens: 1060 nW/um2
Port Buf Inserts: 13
Max_slew headroom: 56.2%
Routability Congestion: 0.762
Yosys stat chip area: 1350 um2
Register share after synthesis: 40.9%
Ports: 14
CP endpoint kind: output pin
Ant diodes: 0
Crit Path Max Fanout: 4
Number of enable flip-flop cells: 0
Cts bufs inserted: 3
Die H: 109 um
Area grow syn2layout: 26.0%
Setup Buffers After CTS: 0
Mapped Avg Cell Area: 13.2 um2
Crit start category: input port
Core outline area: 7730 um2
through the flow:
step	hold slack, ps	setup WS [ps]	power [mW]
after floorplan	344	839	1.25
after global placement	488	68.6	1.55
after detailed placement	494	101	1.57
after CTS	514	70.9	1.83
after global routing	519	146	1.96
final	509	252	1.80
worst reg2reg max path: stages, from the launching register on:
cell and delay (ps):
dfrtp_1 460, xor2_1 220, buf_4 220, o41ai_4 580, mux2_2 400
cell usage in the layout, fill, tap and decap left out:
cell type	n
mux2_2	22
dfrtp_1	22
clkdlybuf4s50_1	13
a21oi_1	8
ha_1	8
buf_4	6
nor2b_1	5
inv_1	4
a22oi_1	4
and2_1	4
o41ai_4	4
xor2_1	3
nor3_1	3
xnor2_1	3
clkbuf_8	3
o41ai_2	2
nand2_1	1
nor4_4	1
xnor2_2	1
or4_1	1
a21boi_0	1
nand3b_1	1
a311o_1	1
bufinv_16	1
where the power goes:
group	switching [mW]	internal, mW	leakage [nW]
clock network	0.0878	0.167	0.0357
registers	0.115	0.423	0.260
logic	0.479	0.524	0.365
timing repair:
action,in CTS,in global routing
gates resized,0,0
endpoints found under the setup margin,0,1
hold endpoints to repair,0,0
hold buffers,0,0
final cells by class:
class | count | area (um2) | share of cell area [%]
inverter | 4 | 15.0 | 0.884
sequential | 22 | 551 | 32.4
multi-input combinational | 73 | 758 | 44.7
timing repair buffer | 19 | 175 | 10.3
clock buffer | 3 | 41.3 | 2.43
clock inverter | 1 | 30.0 | 1.77
tap | 102 | 128 | 7.52
registers in the layout, indices dropped and copies added (netlist names):
register	cells
write_ptr	3
mem	16
read_ptr	3
path summary, 6_finish.rpt:
| path | start | to | slack, ps | cells after the start |
|---|---|---|---|---|
| min in group asynchronous | rstN | mem[0][1] | 730 | 2 |
| hold / removal | mem[2][2] | mem[2][2] | 510 | 1 |
| hold reg to reg | mem[2][2] | mem[2][2] | 510 | 1 |
| max in group asynchronous | rstN | read_ptr[2] | 2250 | 2 |
| setup reg to reg | read_ptr[0] | mem[3][2] | 1210 | 4 |
| setup / recovery | read_en | read_data[2] | 250 | 6 |
cell families (layout without fill, tap and decap cells):
logic type | Yosys count | count (layout) | share of synthesized area (%)
buffers and inverters | 7 | 27 | 2.88
adder cells (fa/ha/maj) | 8 | 8 | 7.43
XOR/XNOR | 7 | 7 | 5.11
AND/OR/NAND/NOR | 16 | 16 | 8.26
multiplexers | 22 | 22 | 18.4
flip-flops | 22 | 22 | 40.9
AND-OR/OR-AND | 20 | 20 | 17.1
layer usage:
| metal | GRT usage, % | vias to the layer above |
|---|---|---|
| met4 | 0.188 | 0 |
| met1 | 7.31 | 404 |
| met2 | 6.47 | 12 |
| met3 | 1.73 | 2 |
| li1 | - | 415 |
| met5 | 0 | - |
Power is estimated from default activity; no workload was simulated.
